## flow/design.v

```verilog
`timescale 1ns / 1ps
module clock_module(
    input           clk, reset,
    input           i_btn_hour,      
    input           i_btn_min,       
    input           i_btn_sec,       
    output   reg    [5:0] o_sec,     
    output   reg    [5:0] o_min,     
    output   reg    [4:0] o_hour     
);
    reg         [$clog2(100_000_000)-1:0] counter;     
    wire        w_btn_hour;                           
    wire        w_btn_min;                            
    wire        w_btn_sec;                            
    reg         r_1Hz_tick;
    always @(posedge clk, posedge reset) begin
        if (reset) begin
            counter <= 0;
            r_1Hz_tick <= 0;
        end else begin
            if (counter >= 100_000_000 - 1) begin   
                counter <= 0;
                r_1Hz_tick <= 1'b1;
            end else begin
                counter <= counter + 1;
                r_1Hz_tick <= 1'b0;
            end
        end
    end
    btn_clock U_BTN_HOUR(
        .i_btn(i_btn_hour),
        .clk(clk),
        .reset(reset),
        .o_btn(w_btn_hour)
    );
    btn_clock U_BTN_MIN(
        .i_btn(i_btn_min),
        .clk(clk),
        .reset(reset),
        .o_btn(w_btn_min)
    );
    btn_clock U_BTN_SEC(
        .i_btn(i_btn_sec),
        .clk(clk),
        .reset(reset),
        .o_btn(w_btn_sec)
    );
    always @(posedge clk, posedge reset) begin
        if (reset) begin
            o_sec <= 0;
            o_min <= 0;
            o_hour <= 0;
        end else begin
            if (w_btn_hour) begin   
                if (o_hour == 23) begin
                    o_hour <= 0;
                end else begin
                    o_hour <= o_hour + 1;
                end
            end else if (w_btn_min) begin   
                if (o_min == 59) begin
                    o_min <= 0;
                end else begin
                    o_min <= o_min + 1;
                end
            end else if (w_btn_sec) begin   
                if (o_sec == 59) begin
                    o_sec <= 0;
                end else begin
                    o_sec <= o_sec + 1;
                end
            end else if (r_1Hz_tick) begin   
                if (o_sec == 59) begin
                    o_sec <= 0;
                    if (o_min == 59) begin
                        o_min <= 0;
                        if (o_hour == 23) begin
                            o_hour <= 0;
                        end else begin
                            o_hour <= o_hour + 1;
                        end
                    end else begin
                        o_min <= o_min + 1;
                    end
                end else begin
                    o_sec <= o_sec + 1;
                end
            end
        end
    end
endmodule
module btn_clock(
    input       i_btn, clk, reset,
    output      o_btn
);
    reg         [7:0] q_reg, q_next;  
    reg         edge_detect;
    wire        btn_debounce;
    reg         [$clog2(100_000)-1:0] counter;
    reg         r_1kHz;
    always @(posedge clk, posedge reset) begin
        if (reset) begin
            counter <= 0;
            r_1kHz <= 0;
        end else begin
            if (counter == 100_000 - 1) begin
                counter <= 0;
                r_1kHz <= 1'b1;
            end else begin  
                counter <= counter + 1;
                r_1kHz <= 1'b0;
            end
        end
    end
    always @(posedge r_1kHz, posedge reset) begin
        if (reset) begin
            q_reg <= 0;
        end else q_reg <= q_next;
    end
    always @(i_btn, r_1kHz) begin  
        q_next = {i_btn,q_reg[7:1]};  
    end
    assign btn_debounce = &q_reg;
    always @(posedge clk, posedge reset) begin
        if (reset) begin
            edge_detect <= 1'b0;
        end else edge_detect <= btn_debounce;
    end
    assign o_btn = btn_debounce & (~edge_detect);
endmodule
```

## flow/run.sh

```bash
#!/bin/bash
# OpenROAD 26Q1-2900-gdf79404cd8, Yosys 0.63+post, stock flow scripts
make -C /OpenROAD-flow-scripts/flow DESIGN_CONFIG=/design/flow/config.mk WORK_HOME=/design/flow/orfs finish
```

## flow/config.mk

```make
export PLATFORM = sky130hd
export DESIGN_NAME = clock_module
export DESIGN_NICKNAME = clock_module
export VERILOG_FILES = /design/flow/design.v
export SDC_FILE = /design/flow/constraint.sdc
export NUM_CORES = 4
export LEC_CHECK = 1
export CORE_UTILIZATION = 40
```

## flow/constraint.sdc

```tcl
current_design clock_module

set clk_period 5.2
set clk_io_pct 0.2

create_clock -name clk0 -period $clk_period [get_ports {clk}]

set non_clock_inputs [all_inputs -no_clocks]
set_input_delay [expr $clk_period * $clk_io_pct] -clock clk0 $non_clock_inputs
set_output_delay [expr $clk_period * $clk_io_pct] -clock clk0 [all_outputs]
```

==> summary.json <==
{
  "status": {
    "outcome": "finished, final reports clean"
  },
  "critical_path": {
    "crit_buf_inv": 1,
    "worst_path_dominant_cell_family": "buffers and inverters",
    "worst_path_largest_cell_delay_ns": 0.52,
    "arrival_ns": 1.36,
    "critical_path.startpoint_type": "register",
    "critical_path.endpoint_type": "output pin",
    "worstSetupPathType": "register to output pin",
    "required_ns": 4.16,
    "crit_path_max_fanout": 8,
    "critical-path-slowest-cell": "sky130_fd_sc_hd__clkdlybuf4s50_1",
    "worst-r2r-setup-slack_ns": 3.06,
    "crit_path_cell_trace": "clkdlybuf4s50_1"
  },
  "final_timing": {
    "worst_margin_slew_ns": 0.750,
    "unclocked_regs": 24,
    "fmax_mhz": 417,
    "slew_headroom_pct": 49.6,
    "number_of_unconstrained_endpoints": 27,
    "fin_skew_ns": 0.00390,
    "finalSetupTns_ns": 0,
    "final_cycle_utilization_of_the_critical_path_pct": 46.1,
    "rsz0062_at_grt": "false",
    "hold_violations": 0,
    "final.min_clock_period_ns": 2.40,
    "timing_max_transition_violations_final": 0,
    "setup_viol": 0
  },
  "pwr": {
    "leakage_nw": 2.80,
    "switchingPower_mw": 0.284,
    "combinationalPowerShare_pct": 1.4,
    "internal-power_mw": 1.23,
    "ir_drop_v": 0.000145,
    "design_power_total_mw": 1.51,
    "sw_frac_of_total_pct": 18.8,
    "clkPwrFrac_pct": 46.2,
    "power.share.sequential_pct": 52.4,
    "pwr_density_cell_nw_per_um2": 244
  },
  "yosys": {
    "synth.top_cells.by_area": "sky130_fd_sc_hd__dfrtp_1, sky130_fd_sc_hd__xor2_1, sky130_fd_sc_hd__nor2_1",
    "aoi_share_pct": 5.19,
    "multiplexer_share_pct": 1.28,
    "synth.cellmix.simpleShare_pct": 22.0,
    "dominant_cell_type_by_area_after_synthesis": "sky130_fd_sc_hd__dfrtp_1",
    "synthTopCellsByCount": "sky130_fd_sc_hd__dfrtp_1, sky130_fd_sc_hd__nor2_1, sky130_fd_sc_hd__xor2_1",
    "yosys.cell_types.count": 53,
    "synth.yosys.num_cells": 475,
    "synth-seq-cells": 126,
    "post_synth.cell_area_avg_um2": 11.5,
    "netlist_area_um2": 5470,
    "synth_dominant_cell_count": "sky130_fd_sc_hd__dfrtp_1",
    "synth-main-ff-cell": "sky130_fd_sc_hd__dfrtp_1",
    "synthTopLogicFamily": "simple AND/OR/NAND/NOR gates",
    "async_flop_share_pct": 100,
    "instance_tally_after_logic_synthesis": 475,
    "synth_adder_area_share_pct": 1.60,
    "post-synth-top-area-fraction_pct": 57.6,
    "yosys-stat-area_um2": 5470,
    "synth_area_in_xor_xnor_pct": 10.9,
    "ys_warn_count": 2,
    "synth_sequential_area_ratio_pct": 57.6,
    "enable_flop_cells": 0
  },
  "routing": {
    "drt_pass1_iterations": 5,
    "vias_per_cell": 5.08,
    "drt-wirelength-per-cell_um": 12.3,
    "totalWireLength_um": 8470,
    "insertedDiodeCount": 0,
    "detail-route-antenna-nets": 0,
    "vias": 3493,
    "post-route-drc-count": 0,
    "drt_iter0_drc": 169
  },
  "clocking": {
    "path_clk_slew_ns": 0.06,
    "cts_tree": "done",
    "worst_skew_pair.late_latency_ns": 0.33,
    "number_of_instances_resized_during_post_cts_repair": 0,
    "cts_inserted_buffers": 9,
    "ctsRootBufferMaster": "sky130_fd_sc_hd__clkbuf_16",
    "cts-htree-levels": 3,
    "cts_setup_buffers": 0,
    "cts.path.max_buffers": 2,
    "post_cts_hold_buffer_count": 0
  },
  "grt": {
    "gr-total-overflow": 0,
    "grt_first_pass_wirelength_um": 15700,
    "grt_max_degree": 54,
    "antenna_found_initial": 0,
    "grt_pass1_vias": 3429,
    "track_usage_pct": 13.7
  },
  "die": {
    "pin_count": 22,
    "die_outline_width_um": 119,
    "die_height_um": 119,
    "num_rows": 42,
    "core_region_area_um2": 13300,
    "chipArea_um2": 14200,
    "floorplan.initialDensity_pct": 41.2
  },
  "job": {
    "max-cap-violations": 0,
    "log.warning_count": 25
  },
  "placement": {
    "place.port_buffers": 21,
    "detailed_place_hpwl_um": 5890,
    "place.gp.congestion": 0.827
  },
  "final_layout": {
    "largest_register_ff_count": 27,
    "post_route_cells_drive_above_1_share_pct": 7.03,
    "register_with_the_most_flip_flops": "counter",
    "area_delta_synth_final_pct": 13.5,
    "layout.core_utilization_pct": 46.7
  },
  "worst_hold_path": {
    "min-delay-path-class": "register to register"
  }
}
## per-layer routing
layer,vias up,part of all wire (%),global-route usage (%)
met5,-,0,0
met4,0,1.3,1.66
met2,38,45,20.7
met1,1710,51,22.4
li1,1738,-,-
met3,7,2.8,2.25
## placed cells by master, fill, tap and decap left out, types with 3 or more instances in the layout
| cell | synthesis | layout |
|---|---|---|
| sky130_fd_sc_hd__o21ai_0 | 8 | 8 |
| sky130_fd_sc_hd__nor4_1 | 4 | 4 |
| sky130_fd_sc_hd__buf_4 | 0 | 3 |
| sky130_fd_sc_hd__nand3_1 | 36 | 36 |
| sky130_fd_sc_hd__and3_1 | 10 | 10 |
| sky130_fd_sc_hd__or3_1 | 3 | 3 |
| sky130_fd_sc_hd__dfrtp_1 | 126 | 126 |
| sky130_fd_sc_hd__nor2_1 | 72 | 72 |
| sky130_fd_sc_hd__xnor2_1 | 27 | 27 |
| sky130_fd_sc_hd__o21ai_1 | 4 | 4 |
| sky130_fd_sc_hd__xor2_1 | 41 | 41 |
| sky130_fd_sc_hd__nand4_1 | 24 | 24 |
| sky130_fd_sc_hd__clkdlybuf4s50_1 | 0 | 21 |
| sky130_fd_sc_hd__o31ai_1 | 6 | 6 |
| sky130_fd_sc_hd__nand2_1 | 23 | 23 |
| sky130_fd_sc_hd__and4_1 | 8 | 8 |
| sky130_fd_sc_hd__nor3_1 | 7 | 7 |
| sky130_fd_sc_hd__nor2b_1 | 6 | 6 |
| sky130_fd_sc_hd__nand2b_1 | 3 | 3 |
| sky130_fd_sc_hd__ha_1 | 7 | 7 |
| sky130_fd_sc_hd__clkbuf_16 | 0 | 9 |
| sky130_fd_sc_hd__inv_1 | 12 | 11 |
## power groups by stage
stage | clock, mW | combinational, mW | sequential [mW]
4_1_cts | 0.728 | 0.0239 | 0.793
5_1_grt | 0.754 | 0.0265 | 0.793
6_report | 0.699 | 0.0219 | 0.793
## path summary, 6_finish.rpt
| kind | from | end | depth (start not counted) |
|---|---|---|---|
| hold / removal | U_BTN_SEC.counter[0]$_DFF_PP0_ | U_BTN_SEC.counter[0]$_DFF_PP0_ | 1 |
| max in group asynchronous | reset | o_min[3]$_DFFE_PP0P_ | 3 |
| min in group asynchronous | reset | counter[10]$_DFF_PP0_ | 2 |
| hold reg to reg | U_BTN_SEC.counter[0]$_DFF_PP0_ | U_BTN_SEC.counter[0]$_DFF_PP0_ | 1 |
| setup reg to reg | counter[0]$_DFF_PP0_ | counter[26]$_DFF_PP0_ | 7 |
| setup / recovery | o_sec[2]$_DFFE_PP0P_ | o_sec[2] | 1 |
## cell families after synthesis
family | count (synthesis)
and+or+nand+nor | 219
DFF | 126
xor gates and xnor gates | 68
AOI/OAI and AO/OA | 34
buffers and inverters | 15
adders and majority gates | 7
muxes | 6
## layout make-up
| type | count | area, µm² |
|---|---|---|
| clock inverter | 4 | 70.1 |
| inverter | 12 | 47.5 |
| multi-input combinational | 334 | 2240 |
| tap | 176 | 220 |
| sequential | 126 | 3150 |
| clock buffer | 12 | 246 |
| timing repair buffer | 24 | 233 |
| fill | 1163 | 7080 |
## metrics by stage
stage                     hold WS, ns  instances  instance area (µm²)  setup WS (ns)
after floorplan                 0.425        475                 5470          0.804
after global placement          0.443        672                 5900           2.66
after detailed placement        0.454        672                 5900           2.63
after CTS                       0.463        688                 6210           2.80
after global routing            0.482        688                 6210           2.75
final                           0.461        688                 6210           2.80
Power is estimated from default activity; no workload was simulated.
