===== design.v =====
`timescale 1ns / 1ps
module btn_debounce(
    input       i_btn, clk, reset,
    output      o_btn
    );
    reg         [7:0] q_reg, q_next;  
    reg         edge_detect;
    wire        btn_debounce;
    reg         [$clog2(100_000)-1:0] counter;
    reg         r_1kHz;
    always @(posedge clk, posedge reset) begin
        if (reset) begin
            counter <= 0;
            r_1kHz <= 0;
        end else begin
            if (counter == 100_000 - 1) begin
                counter <= 0;
                r_1kHz <= 1'b1;
            end else begin  
                counter <= counter + 1;
                r_1kHz <= 1'b0;
            end
        end
    end
    always @(posedge r_1kHz, posedge reset) begin
        if (reset) begin
            q_reg <= 0;
        end else q_reg <= q_next;
    end
    always @(i_btn, r_1kHz) begin  
        q_next = {i_btn,q_reg[7:1]};  
    end
    assign btn_debounce = &q_reg;
    always @(posedge clk, posedge reset) begin
        if (reset) begin
            edge_detect <= 1'b0;
        end else edge_detect <= btn_debounce;
    end
    assign o_btn = btn_debounce & (~edge_detect);
endmodule
`timescale 1ns / 1ps
module send_tx_btn(
    input               clk,
    input               rst,
    input               btn_start,
    output              tx
    );
    wire                w_start, w_tx_done;
    wire                [7:0] w_tx_data;
    reg                 [7:0] send_tx_data_reg, send_tx_data_next;
    btn_debounce U_Start_btn(
        .i_btn          (btn_start), 
        .clk            (clk), 
        .reset          (rset),
        .o_btn          (w_start)
    );
    top_uart U_UART(
        .clk            (clk),
        .rst            (rst),
        .btn_start      (w_start),
        .tx_data_in     (send_tx_data_reg),
        .tx             (tx),
        .tx_done        (w_tx_done)
    );  
    always @(posedge clk, posedge rst) begin
       if (rst) begin
            send_tx_data_reg <= 8'h30;  
       end else begin
            send_tx_data_reg <= send_tx_data_next;
       end
    end
    always @(*) begin
        send_tx_data_next = send_tx_data_reg;
        if (w_start == 1'b1) begin  
            if (send_tx_data_reg == "z") begin
                send_tx_data_next = "0";
            end else send_tx_data_next = send_tx_data_reg + 1;  
        end
    end
endmodule
`timescale 1ns / 1ps
module top_uart(
    input               clk,
    input               rst,
    input               btn_start,
    input               [7:0] tx_data_in,
    output              tx_done,
    output              tx
);  
    wire                w_tick;
    uart_tx U_UART_TX(
        .clk            (clk),
        .rst            (rst),
        .tick           (w_tick),
        .start_trigger  (btn_start),
        .data_in        (tx_data_in),  
        .o_tx_done      (tx_done),
        .o_tx           (tx)
    );
    baud_tick_gen U_BAUD_Tick_Gen(
        .clk            (clk),
        .rst            (rst),
        .baud_tick      (w_tick)
    );
endmodule
module uart_tx (
    input               clk,
    input               rst,
    input               tick,
    input               start_trigger,
    input               [7:0] data_in,
    output              o_tx,
    output              o_tx_done
);
    parameter           IDLE = 4'h0, START = 4'h1, D0 = 4'h2, D1 = 4'h3, D2 = 4'h4, D3 = 4'h5,
                        D4 = 4'h6, D5 = 4'h7, D6 = 4'h8, D7 = 4'h9, STOP = 4'ha;
    reg                 [3:0] state, next;
    reg                 tx_reg, tx_next;
    reg                 tx_done_reg;
    reg                 tx_done_next;
    assign              o_tx = tx_reg;
    assign              o_tx_done = tx_done_reg;
    always @(posedge clk, posedge rst) begin
        if (rst) begin
            state <= 0;
            tx_reg <= 1'b1;  
            tx_done_reg <= 0;
        end else begin
            state <= next;
            tx_reg <= tx_next;
            tx_done_reg <= tx_done_next;
        end
    end
    always @(*) begin
        next = state;
        tx_next = tx_reg;
        tx_done_next = tx_done_reg;
        case (state)
            IDLE: begin
                tx_next = 1'b1;
                if (start_trigger) begin
                    next = START;
                end
            end
            START: begin
                if (tick == 1'b1) begin
                    tx_done_next = 1'b1; 
                    tx_next = 1'b0;  
                    next = D0;
                end
            end
            D0: begin
                if (tick == 1'b1) begin
                    tx_next = data_in[0];
                    next = D1;
                end
            end
            D1: begin
                if (tick == 1'b1) begin
                    tx_next = data_in[1];
                    next = D2;
                end
            end
            D2: begin
                if (tick == 1'b1) begin
                    tx_next = data_in[2];
                    next = D3;
                end
            end            
            D3: begin
                if (tick == 1'b1) begin
                    tx_next = data_in[3];
                    next = D4;
                end
            end
            D4: begin
                if (tick == 1'b1) begin
                    tx_next = data_in[4];
                    next = D5;
                end
            end
            D5: begin
                if (tick == 1'b1) begin
                    tx_next = data_in[5];
                    next = D6;
                end
            end
            D6: begin
                if (tick == 1'b1) begin
                    tx_next = data_in[6];
                    next = D7;
                end
            end
            D7: begin
                if (tick == 1'b1) begin
                    tx_next = data_in[7];
                    next = STOP;
                end
            end
            STOP: begin
                if (tick == 1'b1) begin
                    tx_done_next = 1'b0;  
                    tx_next = 1'b1;
                    next = IDLE;
                end
            end
        endcase
    end
endmodule
module baud_tick_gen (
    input               clk,
    input               rst,
    output              baud_tick
);  
    parameter           BAUD_RATE = 9600;  
    localparam          BAUD_COUNT = 100_100_100 / BAUD_RATE;
    reg                 [$clog2(BAUD_COUNT) - 1:0] count_reg;
    reg                 [$clog2(BAUD_COUNT) - 1:0] count_next;
    reg                 tick_reg, tick_next;
    assign              baud_tick = tick_reg;  
    always @(posedge clk, posedge rst) begin
        if (rst == 1) begin
            count_reg <= 0;
            tick_reg <= 0;
        end else begin
            count_reg <= count_next;
            tick_reg <= tick_next;
        end
    end
    always @(*) begin
        count_next = count_reg;
        tick_next = tick_reg;
        if (count_reg == BAUD_COUNT - 1) begin
            count_next = 0;
            tick_next = 1'b1;
        end else begin
            count_next = count_reg + 1;
            tick_next = 1'b0;
        end
    end
endmodule

===== run.sh =====
#!/bin/bash
# OpenROAD 26Q1-2900-gdf79404cd8, Yosys 0.63+post, stock flow scripts
make -C /OpenROAD-flow-scripts/flow DESIGN_CONFIG=/design/flow/config.mk WORK_HOME=/design/flow/orfs finish

===== config.mk =====
export PLATFORM = sky130hd
export DESIGN_NAME = send_tx_btn
export DESIGN_NICKNAME = send_tx_btn
export VERILOG_FILES = /design/flow/design.v
export SDC_FILE = /design/flow/constraint.sdc
export NUM_CORES = 4
export LEC_CHECK = 1
export CORE_AREA = 10 10 105 105
export DIE_AREA = 0 0 115 115

===== constraint.sdc =====
current_design send_tx_btn

set clk_period 3.6
set clk_io_pct 0.2

create_clock -name clk0 -period $clk_period [get_ports {clk}]

set non_clock_inputs [all_inputs -no_clocks]
set_input_delay [expr $clk_period * $clk_io_pct] -clock clk0 $non_clock_inputs
set_output_delay [expr $clk_period * $clk_io_pct] -clock clk0 [all_outputs]

==> summary.txt <==
Results of the run.

The flow ran to the end, and the final reports show no timing, DRC or antenna violations. Setup repair after global routing left no endpoint under its margin. The number of rows created at floorplan is 34.

The CTS root buffer is clkbuf_8. The number of synthesized register bits is 27. The critical path goes through clkdlybuf4s50_1. The delay of the slowest cell on the worst path is 0.54 ns.

The mapped cell area is 1180 sq um. The commonest cells after synthesis are dfrtp_1 (25), mux2_2 (9), nor2_1 (8), xnor2_1 (8), nand2_1 (7). The number of fill cells is 983. The yosys warning tally is 6. The horizontal die dimension reported for this design is 115 um. The depth of the worst register-to-register path is 4. Dividing total power by cell area gives a power density of 347 nW/um^2. After its last routability iteration, the placer logged a weighted congestion of 0.766.

The detailed router reported a total wirelength of 1720 um. The number of hold violations in the final report is 0. In this run the deepest clock path goes through 2 buffers. Each instance of the synthesized netlist takes up on average 12.2 sq um. The post-synthesis cell type with the largest combined area is dfrtp_1.

The number of distinct library cells after synthesis is 32. The worst slew slack as a fraction of its limit is 0.620. The final worst-path cycle share is 0.555. The final-report setup violation count is 0. The start-to-end type of the worst setup path is flop to primary output. The total power draw is 0.483 mW. Using the TritonRoute via totals, the vias-per-cell ratio works out to 3.27.

The initial antenna violation count was 0. The H-tree depth is 1. The largest net degree at the start of global routing is 28. The area of the synthesized netlist per yosys stat is 1180 sq um. The vertical die dimension reported for this design is 115 um. The synthesis report names the predominant flop master as dfrtp_1. The worst flop-to-flop path startpoint is U_UART.U_BAUD_Tick_Gen.count_reg[11]$_DFF_PP0_.

The max-slew violation count is 0. The repair_antennas step left the layout with diodes totalling 0. Per the run summary, max-cap violations total 0. The number of global-route vias before repair is 692. Per the GRT congestion report, total overflow comes to 0. The post-route setup TNS is 0 ns. The pin slew with the least headroom to its limit is 0.565 ns. The final core area utilization is 0.159. The post-cts resize count is 0. The synthesis-to-layout area growth is 17.5%. Buffers placed on the I/O ports in this run total 2. The number of buffers and inverters on the critical path is 1. Hold repair after CTS inserted 0 buffers.

Of the cells placed in the final design, the portion with a size suffix greater than 1 is 0.214. STA classifies the critical path endpoint as a primary output. The number of cell instances after yosys synthesis is 97. The largest fanout of any net on the critical path is 2. The clock sink count is 27. The floorplan-stage core utilization is 0.135.

The number of setup buffers added after CTS is 0. The area of the chip is 13,200 sq um. Broken down by cell family, the worst path's largest delay share belongs to flip-flops. The number of top-level pins is 4. The area fraction of the dominant cell type after synthesis is 0.528.

The capturing instance or port of the critical path is tx. The number of nets with antenna violations after routing is 0. The number of design-rule violations left by the first detailed-router iteration is 37.

The total core area is 8760 sq um. Of the synthesized area, sequential elements account for 0.572. The class of the tightest hold or removal check is flop to flop.

The leakage power is 0.594 nW. The launch point of the critical path is U_UART.U_UART_TX.tx_reg$_DFFE_PP1P_. The count of vias placed by the detailed router is 691. The highest supply drop recorded on VDD is 0.000188 V.

The number of DRC violations after detailed routing is 0. Subtracting the final worst setup slack from the clock period gives 2.00 ns. STA puts the critical path data required time at 2.88 ns. The category of the worst setup path launch point is a flop.

For this run, the total global-route usage over all layers was measured as 0.0273. The half-perimeter wire length of the detailed placement result is 1220 um. The reg-to-reg critical path endpoint is U_UART.U_BAUD_Tick_Gen.count_reg[11]$_DFF_PP0_. The post-synthesis cell type with the largest instance count is dfrtp_1. The share of flip-flops with an asynchronous set or reset after synthesis is 1.00. The CTS tree is built. The clock edge transition at the registers on the reported setup and hold paths is 0.09 ns.

For the final database, setup skew stands at 0.00413 ns. The number of instances in the synthesized netlist is 97. The clock buffer count from CTS is 3. Ranked by total cell area, the synthesized netlist is headed by dfrtp_1 (53%), mux2_2 (8.6%), xnor2_1 (5.9%).

The post-synth tally of flip-flops with integrated enable is 0. The number of optimization iterations in the first detailed-route pass is 4. The later-pin clock latency in the skew report is 0.27 ns.

All stages included, the depth of the critical timing path comes to 1. For the worst setup path, the data arrival time is 1.28 ns. The worst-case register-to-register setup slack is 1.77 ns. The slowest stage of the critical path is the dfstp_2 cell. In this run the tools logged warnings totalling 27. The per-cell routed wire length is 8.15 um. The global-route wire length before repair is 3110 um. The maximum frequency from static timing analysis is 0.500 GHz.
power breakdown:
group	leakage [nW]	switching (mW)	internal, mW	total, mW
combinational	0.212	0.00572	0.00174	0.00746
clock	0.0217	0.0937	0.0785	0.172
sequential	0.360	0	0.303	0.303
stage by stage:
step           area [sq um]  instances  hold WS, ns  worst slack (ns)
2_1_floorplan          1180         97        0.458              1.95
3_3_place_gp           1340        207        0.489              1.74
4_1_cts                1390        211        0.509              1.57
6_report               1390        211        0.509              1.60
3_5_place_dp           1340        207        0.501              1.77
5_1_grt                1390        211        0.523              1.55
layout by cell type, fill, tap and decap left out, drive strengths merged:
cell and count:
mux2i 1, a21o 1, inv 4, or3 2
clkdlybuf4s50 2, buf 1, nand3 3, or4bb 1
nor2b 1, ha 2, nand4 3, clkinvlp 1
nor3 4, or2b 1, a21oi 2, o21bai 1
nand2 7, nand3b 2, xor2 1, or4 1
mux2 9, a21boi 1, dfstp 2, clkbuf 3
o21ai 3, dfrtp 25, nor2 8, nor4 2
nand4bb 1, xnor2 8
final cells by class:
type | count | area (sq um) | area share
Inverter | 4 | 15.0 | 0.0108
Tap cell | 108 | 135 | 0.0970
Timing Repair Buffer | 3 | 27.5 | 0.0198
Sequential cell | 27 | 678 | 0.487
Multi-Input combinational cell | 65 | 488 | 0.350
Clock inverter | 1 | 7.51 | 0.00539
Clock buffer | 3 | 41.3 | 0.0296
how the worst min path moves through the flow:
stage,startpoint,end,slack [ns],cells after the start
4_1_cts,U_UART.U_BAUD_Tick_Gen.count_reg[12]$_DFF_PP0_,U_UART.U_BAUD_Tick_Gen.count_reg[12]$_DFF_PP0_,0.51,1
5_1_grt,U_UART.U_UART_TX.state[0]$_DFF_PP1_,U_UART.U_UART_TX.state[0]$_DFF_PP1_,0.52,1
6_report,U_UART.U_BAUD_Tick_Gen.count_reg[12]$_DFF_PP0_,U_UART.U_BAUD_Tick_Gen.count_reg[12]$_DFF_PP0_,0.51,1
kinds of logic after synthesis:
family / synth area share
DFF: 0.572
buffers and inverters: 0.0158
xor gates and xnor gates: 0.0665
and+or+nand+nor: 0.187
muxes: 0.0940
AOI/OAI and AO/OA: 0.0433
adders and majority gates: 0.0211
per-layer routing:
| layer | vias up | routed length, um | GRT usage |
|---|---|---|---|
| met3 | 0 | 57 | 0.00844 |
| met1 | 334 | 938 | 0.0400 |
| met5 | - | 0 | 0 |
| met4 | 0 | 0 | 0.00330 |
| met2 | 7 | 724 | 0.0398 |
| li1 | 350 | - | - |
Power and IR drop assume default switching activity.
