==> /design/flow/design.v <==
`timescale 1ns / 1ps
module fifo(
    input           clk,
    input           reset,
    input           wr,
    input [7:0]     wdata,
    output          full,
    input           rd,
    output [7:0]    rdata,
    output          empty
    );
    wire [3:0]      waddr, raddr;
    fifo_control_unit U_FIFO_CU(
        .clk        (clk),
        .reset      (reset),
        .wr         (wr),
        .waddr      (waddr),
        .full       (full),
        .rd         (rd),
        .raddr      (raddr),
        .empty      (empty)
    );
    register_file U_REG_FILE(
        .clk        (clk),
        .waddr      (waddr),
        .wdata      (wdata),
        .wr         ({~full&wr}),
        .raddr      (raddr),
        .rdata      (rdata)
    );
endmodule
module register_file (
    input           clk,
    input [3:0]     waddr,  
    input [7:0]     wdata,  
    input           wr,
    input [3:0]     raddr,
    output [7:0]    rdata
);
    reg         [7:0] mem [0:(2**4)-1];  
    always @(posedge clk) begin
        if (wr) begin
            mem[waddr] <= wdata;
        end
    end
    assign      rdata = mem[raddr];
endmodule
module fifo_control_unit (
    input           clk,
    input           reset,
    input           wr,
    output [3:0]    waddr,
    output          full,
    input           rd,
    output [3:0]    raddr,
    output          empty
);
    reg             full_reg, full_next, empty_reg, empty_next;  
    reg [3:0]       wptr_reg, wptr_next, rptr_reg, rptr_next;
    assign          waddr = wptr_reg;
    assign          raddr = rptr_reg;
    assign          full = full_reg;
    assign          empty = empty_reg;
    always @(posedge clk, posedge reset) begin
        if (reset) begin
            full_reg <= 0;
            empty_reg <= 1;  
            wptr_reg <= 0;
            rptr_reg <= 0;
        end else begin
            full_reg <= full_next;
            empty_reg <= empty_next;
            wptr_reg <= wptr_next;
            rptr_reg <= rptr_next;
        end
    end
    always @(*) begin
        full_next = full_reg;
        empty_next = empty_reg;
        wptr_next = wptr_reg;
        rptr_next = rptr_reg;
        case ({wr,rd})  
           2'b01: begin  
                if (empty_reg == 1'b0) begin
                    rptr_next = rptr_reg + 1;
                    full_next = 1'b0;
                    if (wptr_reg == rptr_next) begin
                        empty_next = 1'b1;
                    end
                end
           end
           2'b10: begin  
                if (full_reg == 1'b0) begin
                    wptr_next = wptr_reg + 1;
                    empty_next = 1'b0;
                    if (wptr_next == rptr_reg) begin  
                        full_next = 1'b1;
                    end
                end
           end 
           2'b11: begin
                if (empty_reg == 1'b1) begin 
                    wptr_next = wptr_reg + 1;
                    empty_next = 1'b0;
                end else if (full_reg == 1'b1) begin
                    rptr_next = rptr_reg + 1;
                    full_next = 1'b0;
                end else begin
                    wptr_next = wptr_reg + 1;
                    rptr_next = rptr_reg + 1;
                end
           end
        endcase
    end
endmodule
==> /design/flow/run.sh <==
#!/bin/bash
# OpenROAD 26Q1-2900-gdf79404cd8, Yosys 0.63+post, stock flow scripts
make -C /OpenROAD-flow-scripts/flow DESIGN_CONFIG=/design/flow/config.mk WORK_HOME=/design/flow/orfs finish
==> /design/flow/config.mk <==
export PLATFORM = sky130hd
export DESIGN_NAME = fifo
export DESIGN_NICKNAME = fifo
export VERILOG_FILES = /design/flow/design.v
export SDC_FILE = /design/flow/constraint.sdc
export NUM_CORES = 4
export LEC_CHECK = 1
export CORE_UTILIZATION = 40
==> /design/flow/constraint.sdc <==
current_design fifo

set clk_period 6.4
set clk_io_pct 0.2

create_clock -name clk0 -period $clk_period [get_ports {clk}]

set non_clock_inputs [all_inputs -no_clocks]
set_input_delay [expr $clk_period * $clk_io_pct] -clock clk0 $non_clock_inputs
set_output_delay [expr $clk_period * $clk_io_pct] -clock clk0 [all_outputs]
==> results.txt <==
Purpose: to document the outcome of synthesis and place and route.

Placed design
After detailed placement, the total cell area comes to 0.00605 sq mm. Routability-driven placement finished with a final weighted congestion of a little under 0.8. For this run the detailed placement stage logged an HPWL of 6.80 mm. After detailed placement, the design holds a cell count of about 480. At the placement stage, the worst setup path has a slack of 2.53 ns.

The number of input and output port buffers inserted is 21.

Synthesis
The number of library cell types mapped by synthesis is 30. The synthesized design contains 128 enable-type register cells. Counting the warning lines in the Yosys log gives 2.

The top-area cell type share of the netlist area is 68.7%. Of all flip-flops after synthesis, the portion carrying an async set or reset was 7.25%. The synthesized netlist handed to floorplanning was reported with a cell count of approximately 280. Sorting the synthesized cells by area gives the leading types as edfxtp_1, mux4_2, mux4_1, dfrtp_1, a22oi_1. The sequential share of the synthesized area is between 70% and 80%. The post-synthesis average cell area is between 15 and 20 sq um.

The count of instantiated cells in the yosys netlist is 282. The cell type with the largest total area after synthesis is edfxtp_1. In this run the cell area of the synthesized design comes to 0.00559 sq mm. The post-synth register bit count is 138. Looking at the cell usage after synthesis, the top flip-flop cell is edfxtp_1. The summed standard-cell area reported by yosys is between 0.005 and 0.006 sq mm.

Global routing
The overall track demand over capacity in global routing is between 10% and 20%. The total congestion overflow after global routing is 0. The first global-routing pass estimated between 15 and 20 mm of wire. The initial antenna violation count is 0. The maximum number of pins on one net before global-route repair is 37. The via count of the first global-routing pass is 2911.

Power
The power report puts the leakage power at 2.25 nW. Per the summary, power density relative to cell area is between 400 and 500 mW/mm^2. Overall power consumption after layout is estimated at 3.10 mW. In this run the VDD rail shows a maximum IR drop of 178 uV.

Timing
The time the worst path needs with I/O delays and setup is between 4 and 5 ns. The period utilization is 66.0%. The highest achievable clock rate is 237 MHz. Per the final report, max-transition violations number 0. The last timing report of the flow puts the setup violation total at 0.

The worst path setup slack after routing is between 2 and 2.5 ns. In the final run the clock tree shows a worst skew of about 0.0043 ns. Endpoints failing hold in the final report were tallied at 0.

Setup repair after global routing left no endpoint under its margin. The transition time of the tightest slew-check pin is 0.839 ns. The summed negative setup slack over all endpoints is 0 ns.

Headroom to the max-slew limit came out at 43.8%. Across all hold checks on the routed design, the worst slack comes to 0.595 ns.

Route
The total via count in the routed design is 2712. The number of antenna-violating nets in the routed design is 0. The total inserted antenna cells is 0. Per the detail_route report, vias per standard cell equal between 5 and 6.

After detailed routing, the number of remaining DRC violations is 0. Once iteration 0 of detailed routing completed, the report listed 228 DRC markers. The wire length recorded after detailed routing is 11.1 mm. The average routed wire per standard cell is 21.6 um.

The number of optimization iterations in the first detailed-route pass is 4.

Clock network
The clock tree from TritonCTS is yes. The longest clock path from root to sink contains 2 buffers. The registers of the reported paths see a clock transition of 0.05 ns. The total number of H-tree levels is 4. The CTS log lists the clock sinks for this run as about 140. Clock tree synthesis inserted a total of 17 buffers. The total of cells resized after clock tree synthesis is 0. In this run, post-CTS hold repair placed 0 buffers.

Once the clock tree was built, the setup fixing pass inserted 0 buffers. Per the skew report, the later register of the worst-skew pair sees a clock latency of ~0.41 ns. The cell sitting at the root of the clock tree is a clkbuf_16.

Cells and area
The area of all placed cells without fillers is 0.00668 sq mm. The register with the most flip-flops in the layout has 128 of them. The post-route core utilization is 49.7%. The share of cells above drive strength 1 is between 20% and 30%. Leaving out filler cells and counting taps, the final layout contains around 510. The dominant logic cell type in the layout is edfxtp_1. Leaving out fill and tap cells, the most frequent cells in the layout are edfxtp_1, clkdlybuf4s50_1, mux4_2. The area added between synthesis and finish is 19.5%.

Critical path
The OpenROAD report gives the critical path a required time of a little over 5 ns. Per STA, the highest per-stage delay on the worst path measures 0.69 ns. The timing report shows that the slowest cell on the worst path is dfrtp_2. STA classifies the critical path startpoint as a flip-flop. The worst setup path is of the reg2out kind. The category of cells accounting for the largest share of critical-path delay is buffers and inverters. The data arrival time of the critical path is 2.95 ns. For reference, the critical path cell chain is buf_4 > mux4_1 > a22oi_1 > nand2_1 > clkdlybuf4s50_1. The worst setup path is captured at a primary output. The timing report notes that buffer and inverter cells on the critical path total 2. Per the timing report, the biggest fanout along the worst path comes to 21.

Floorplan
The number of cell rows is 42. The overall chip area is 0.0145 sq mm. The core area is around 0.013 sq mm. The die is 120 um wide.

The initial standard-cell utilization of the core is 41.6%. The floorplan die height is 120 um. The floorplan report gives the top-level pin count as 22.

Hold path
The min-delay analysis places its worst path in the category reg2reg.

Job
Across the run, the number of max-cap violations was 0. The stage logs contain a warning count of 28.

Status
The run finished with clean final reports.
final timing paths:
kind | start | end | slack (ns) | cells after the start
max in group asynchronous | reset | U_FIFO_CU.empty_reg | 4.94 | 2
worst min register to register | U_FIFO_CU.wptr_reg[0] | U_FIFO_CU.wptr_reg[0] | 0.59 | 1
worst min-delay path | U_FIFO_CU.wptr_reg[0] | U_FIFO_CU.wptr_reg[0] | 0.59 | 1
worst max-delay path | U_FIFO_CU.rptr_reg[0] | rdata[5] | 2.17 | 5
worst max register to register | U_FIFO_CU.rptr_reg[0] | U_FIFO_CU.empty_reg | 4.09 | 5
min in group asynchronous | reset | U_FIFO_CU.wptr_reg[3] | 1.15 | 2
per-layer routing:
layer  GRT usage [%]  routed length, um
met5               0                  0
met4            1.47                 85
met3            10.8               1290
met2            25.5               5130
met1            27.7               4570
synth_stat cells (5+ instances only):
master and instances:
a22oi_1 16, clkbuf_1 6, dfrtp_1 9, edfxtp_1 128, ha_1 5, mux4_1 14, mux4_2 18, nand2_1 17
nand3_1 5, nor2_1 14, xnor2_1 10, xor2_1 5
final cells by class:
| cell class | count | area [sq um] |
|---|---|---|
| clock buffers | 18 | 429 |
| clock inverters | 14 | 203 |
| fillers | 1121 | 6770 |
| inverters | 4 | 15.0 |
| multi-input cells | 125 | 1390 |
| flip-flops and latches | 138 | 4100 |
| well taps | 176 | 220 |
| repair buffers | 37 | 330 |
power breakdown:
group | internal, mW | switching [mW] | total, mW
Combinational | 0.455 | 0.415 | 0.871
Clock | 0.685 | 0.345 | 1.03
Sequential | 1.11 | 0.0951 | 1.20
Total | 2.25 | 0.855 | 3.10
cells by family after synthesis:
group	count (synthesis)	synth area share (%)
adder cells (fa/ha/maj)	5	1.12
flip-flops	138	73.2
multiplexers	34	14.2
AND/OR/NAND/NOR	51	4.23
AND-OR/OR-AND	20	2.77
buffers and inverters	19	2.06
XOR/XNOR	15	2.35
Power is estimated from default activity; no workload was simulated.
